$ cat ./run.sh
#!/bin/bash
# OpenROAD 26Q1-2900-gdf79404cd8, Yosys 0.63+post, stock flow scripts
make -C /OpenROAD-flow-scripts/flow DESIGN_CONFIG=/design/flow/config.mk WORK_HOME=/design/flow/orfs finish
$ cat ./config.mk
export PLATFORM = sky130hd
export DESIGN_NAME = axis_adder
export DESIGN_NICKNAME = axis_adder
export VERILOG_FILES = /design/flow/design.v
export SDC_FILE = /design/flow/constraint.sdc
export NUM_CORES = 4
export LEC_CHECK = 1
export CORE_AREA = 10 10 74 74
export DIE_AREA = 0 0 84 84
$ cat ./constraint.sdc
current_design axis_adder

set clk_period 5.3
set clk_io_pct 0.2

create_clock -name clk0 -period $clk_period [get_ports {clk}]

set non_clock_inputs [all_inputs -no_clocks]
set_input_delay [expr $clk_period * $clk_io_pct] -clock clk0 $non_clock_inputs
set_output_delay [expr $clk_period * $clk_io_pct] -clock clk0 [all_outputs]
$ cat ./design.v
`default_nettype none
module axis_adder #(
  parameter c_WIDTH = 8
) (
  input wire clk,
  input wire [2*c_WIDTH-1:0] s_axis_tdata,
  input wire                 s_axis_tvalid,
  output reg                 s_axis_tready = 1,
  output reg [2*c_WIDTH-1:0] m_axis_tdata,
  output reg                 m_axis_tvalid = 0,
  input wire                 m_axis_tready
);
always @(posedge clk) begin
  if (m_axis_tvalid && m_axis_tready) begin
    m_axis_tvalid <= 0;
    s_axis_tready <= 1;
  end
  if (s_axis_tvalid && s_axis_tready) begin
    m_axis_tdata <= s_axis_tdata[2*c_WIDTH-1:c_WIDTH]+s_axis_tdata[c_WIDTH-1:0];
    m_axis_tvalid <= 1;
    s_axis_tready <= 0;
  end
end
endmodule
==> impl_metrics.tcl <==
# implementation run metrics
set metrics [dict create \
    leakage_nw 0.4338 \
    period_needed_ns 2.659 \
    multiInputGateArea_um2 366.6 \
    timing.max_cap.violations 0 \
    routed_wirelength_mm 1.621 \
    synth-main-ff-cell "sky130_fd_sc_hd__edfxtp_1" \
    run_status "completed" \
    row_count 23 \
    place.port_buffers 29 \
    crit_path_max_incr_delay_ns 0.41 \
    fin_hold_ws_ns 0.4763 \
    ff_latch_area_um2 310.3 \
    setup_viol 0 \
    min_path_type "flip-flop to flip-flop" \
    number_of_clock_sinks_seen_by_cts 11 \
    area_leader_netlist "sky130_fd_sc_hd__edfxtp_1" \
    cts_repair_resize_count 0 \
    drt_drc_violations_left 0 \
    unrepaired_setup_endpoints_after_global_routing "false" \
    worst_path_most_repeated_cell "sky130_fd_sc_hd__nor2_1" \
    grt_start_max_net_pins 11 \
    fp_util 0.1818 \
    power.density_cell_area_mw_per_mm2 208.5 \
    synth_warn 1 \
    num_antenna_cells 0 \
    yosys-stat-area_um2 721.9 \
    place.detailed.hpwl_mm 1.442 \
    cts_hold_buffers 0 \
    netlist_area_um2 721.9 \
    number_of_buffer_and_inverter_stages_on_the_critical_path 1 \
    vias 559 \
    fin_setup_tns_ns 0 \
    finalHoldViolations 0 \
    synth.yosys.num_cells 66 \
    setup.reg_to_reg.worst_slack_ns 4.20 \
    detailed_router_s_first_iteration_violation_count 15 \
    die-width_um 84 \
    final-max-slew-violation-count 0 \
    layout-drive-gt1-share 0.04082 \
    synth.distinct_cells 25 \
    ctsRootBufferMaster "sky130_fd_sc_hd__clkbuf_8" \
    io-pin-count 37 \
    gr-usage-all-layers 0.04629 \
    critical_path.top_delay_family "adder cells" \
    wl_per_cell_um 10.95 \
    arrival_ns 2.63 \
    cp-start-kind "primary input" \
    initial_antenna_violation_count 0 \
    synth_largest_type_area_fraction 0.3744 \
    cts.htree.levels 1 \
    grt_overflow 0 \
    worstPathRequired_ns 5.28 \
    routed_via_density 3.777 \
    timing.fmax_ghz 0.3761 \
    syn_avg_cell_area_um2 10.94 \
    synth_cells 66 \
    cp_cell_sequence "clkdlybuf4s50_1 -> ha_1 -> fa_1 -> a21oi_1 -> nor2_1 -> nor2_1 -> o21ai_0" \
    final_antenna_net_count 0 \
    synth.area.top_cells "sky130_fd_sc_hd__edfxtp_1 (37%), sky130_fd_sc_hd__ha_1 (14%), sky130_fd_sc_hd__buf_4 (7.3%)" \
    cp-end-kind "flip-flop" \
    worst_path_max_delay_cell "sky130_fd_sc_hd__fa_1" \
    worst_clock_skew_ns 0.002494 \
    drt_first_pass_iters 4 \
    criticalPathCategory "primary input to flip-flop" \
    global_route_wire_length_before_repair_mm 2.711 \
    synth-edff-count 9 \
    chip_area_mm2 0.007056 \
    first_global_vias 580 \
    nFillCells 418 \
    syn2layout_area_growth_pct 50.95 \
    floorplan.die.height_um 84 \
    clock_tree_from_tritoncts "built" \
    critPathMaxFanout 2 \
    cts.clk_slew.worst_paths_ns 0.05 \
    period_used_share 0.5017 \
    number_of_buffers_inserted_by_post_cts_setup_repair 0 \
    max-clock-path-buffers 2 \
    synth_seq_share 0.4298 \
    openroad_warning_count 25 \
    design.core.area_mm2 0.003971 \
    layout_top_cell "sky130_fd_sc_hd__clkdlybuf4s50_1" \
    max-vdd-ir-drop_mv 0.08034 \
    async_flop_share 0 \
    gpl.final_weighted_congestion 0.8446 \
    most_instantiated_logic_cells_after_routing "sky130_fd_sc_hd__clkdlybuf4s50_1 (29), sky130_fd_sc_hd__edfxtp_1 (9), sky130_fd_sc_hd__ha_1 (8)" \
    insertion_delay_ns 0.23 \
    cts_inserted_buffers 3 \
    synth-seq-cells 11 \
]
==> flip-flops by register name, indices dropped and copies added (netlist names) <==
name,count
m_axis_tvalid,1
s_axis_tready,1
m_axis_tdata,9
==> layout make-up <==
class,count,share of cell area
timing repair buffer,29,0.2664
multi-input combinational,50,0.3364
tap,50,0.05741
sequential,11,0.2847
clock buffer,4,0.04133
inverter,4,0.01378
==> cell usage after synthesis (3+ instances only) <==
cell type	n
sky130_fd_sc_hd__buf_4	7
sky130_fd_sc_hd__nand2_1	4
sky130_fd_sc_hd__a21o_1	3
sky130_fd_sc_hd__inv_1	3
sky130_fd_sc_hd__ha_1	8
sky130_fd_sc_hd__a21oi_1	5
sky130_fd_sc_hd__edfxtp_1	9
==> worst paths after layout <==
| path | cells past startpoint | to | start |
|---|---|---|---|
| min | 1 | s_axis_tready | s_axis_tready |
| min reg2reg | 1 | s_axis_tready | s_axis_tready |
| max reg2reg | 1 | m_axis_tdata[6] | s_axis_tready |
| max | 7 | m_axis_tdata[8] | s_axis_tdata[0] |
==> report_power, final <==
part / switching [mW] / total (mW) / internal (mW)
clock network: 0.0279 / 0.0804 / 0.0525
logic: 0.0222 / 0.0504 / 0.0282
registers: 0 / 0.0964 / 0.0964
==> cell families (layout without fill, tap and decap cells) <==
kind of cell / Yosys count / after routing / share of synthesized area
AOI/OAI and AO/OA: 14 / 14 / 0.1352
xor gates and xnor gates: 4 / 4 / 0.04854
adders and majority gates: 9 / 9 / 0.1664
buffers and inverters: 11 / 37 / 0.09358
DFF: 11 / 11 / 0.4298
muxes: 2 / 2 / 0.02773
other: 1 / 7 / 0.005194
and+or+nand+nor: 14 / 14 / 0.09359
==> per-layer routing <==
layer,GRT usage,vias up,wire [µm]
met5,0,-,0
met4,0.006088,0,0
met3,0.02559,0,215
met2,0.06690,29,660
met1,0.06053,238,745
li1,-,292,-
==> through the flow <==
step                      utilization  power (mW)  area [µm²]  cells  setup slack, ns
after global placement         0.2631      0.1476        1045    144            2.430
after global routing           0.2744      0.2425        1090    148            2.520
after detailed placement       0.2631      0.1486        1045    144            2.395
after CTS                      0.2744      0.2299        1090    148            2.634
final                          0.2744      0.2272        1090    148            2.641
after floorplan                     -      0.1320       744.5     72            2.940
Power and IR drop assume default switching activity.
