==> flow/design.v <==
`default_nettype none
module adder #(
  parameter c_WIDTH = 4
) (
  input wire clk,
  input wire [c_WIDTH-1:0] value_a,
  input wire [c_WIDTH-1:0] value_b,
  output reg [c_WIDTH:0]   result
);
always @(posedge clk) begin
  result <= value_a + value_b;
end
endmodule
==> flow/run.sh <==
#!/bin/bash
# OpenROAD 26Q1-2900-gdf79404cd8, Yosys 0.63+post, stock flow scripts
make -C /OpenROAD-flow-scripts/flow DESIGN_CONFIG=/design/flow/config.mk WORK_HOME=/design/flow/orfs finish
==> flow/config.mk <==
export PLATFORM = sky130hd
export DESIGN_NAME = adder
export DESIGN_NICKNAME = adder
export VERILOG_FILES = /design/flow/design.v
export SDC_FILE = /design/flow/constraint.sdc
export NUM_CORES = 4
export LEC_CHECK = 1
export CORE_AREA = 10 10 70 70
export DIE_AREA = 0 0 80 80
==> flow/constraint.sdc <==
current_design adder

set clk_period 2.8
set clk_io_pct 0.2

create_clock -name clk0 -period $clk_period [get_ports {clk}]

set non_clock_inputs [all_inputs -no_clocks]
set_input_delay [expr $clk_period * $clk_io_pct] -clock clk0 $non_clock_inputs
set_output_delay [expr $clk_period * $clk_io_pct] -clock clk0 [all_outputs]
==> impl_metrics.csv <==
group,metric,value,unit
floorplanning,initial_cell_density_of_the_core,6.92,%
worst_setup_path,critPathBufInv,2,
pwr,switching_power,42.5,µW
drt,vias_per_cell,2.32,
synthesis,ys_warn_count,1,
synthesis,synthDominantAreaCellType,"dfxtp_1",
clock_tree,clock_tree.htree_level_count,1,
floorplanning,die_height,80,µm
layout,number_of_filler_cells_placed_in_the_layout,395,
place,post-place-cells,80,
worst_setup_path,crit_path_cell_trace,"clkdlybuf4s50_1 -> ha_1 -> inv_1 -> fa_1 -> nor2b_1 -> o21ai_0 -> nand2b_1",
pwr,ir_worst_vdd,0.0000718,V
place,pre_cts_ws,823,ps
layout,flow.area_growth_from_synthesis,90.5,%
worst_setup_path,crit_arrival,1900,ps
drt,drc_errors,0,
synthesis,postSynth.topFlopCell,"dfxtp_1",
clock_tree,post_cts_hold_fix_bufs,0,
drt,detailroute.via_count,195,
floorplanning,chip_area,6400,µm²
grt,largest_net_degree_at_the_start_of_global_routing,4,
timing,slew-limit-headroom,90.0,%
drt,ant_nets,0,
synthesis,count_of_instantiated_cells_in_the_yosys_netlist,21,
worst_setup_path,worstPathRequired,2980,ps
clock_tree,clk_pin_slew,40,ps
clock_tree,clock-sinks,5,
timing,fmax,581,MHz
grt,track_usage,1.62,%
timing,grt_setup_unrepaired,"no",
floorplanning,design.portCount,14,
worst_setup_path,critical_path.max_stage_delay,460,ps
worst_setup_path,critPathSlowestCell,"clkdlybuf4s50_1",
pwr,intPower,175,µW
synthesis,syn-cell-area,236,µm²
timing,final_hold_fails,0,
grt,antenna_found_initial,0,
layout,final-instance-count-excl-fill,84,
drt,drtIter0Drc,0,
synthesis,yosys.cell_count.top_type,"dfxtp_1",
hold_path,min-delay-path-class,"in2reg",
floorplanning,floorplan.rows,21,
synthesis,area_leaders,"dfxtp_1 42%, ha_1 21%, fa_1 8.5%, xnor2_1 7.4%, inv_1 6.3%",
synthesis,synthDominantCellAreaShare,42.3,%
worst_setup_path,critical_path_class,"in2reg",
grt,grt_first_pass_wirelength,779,µm
drt,wl_per_cell,6.73,µm
synthesis,yosys-stat-area,236,µm²
synthesis,synthTopCellsByCount,"5 x dfxtp_1, 4 x ha_1, 4 x inv_1, 2 x xnor2_1",
worst_setup_path,endpoint_kind,"register",
timing,slew_viol_final,0,
timing,layout_min_cycle_time,1720,ps
worst_setup_path,startpoint_type,"input port",
layout,max_flop_register,"result",
synthesis,number_of_enable_flip_flop_cells,0,
worst_setup_path,timing.critical_path.max_delay_family,"adder cells",
timing,timing.setup.tns,0,ps
timing,finalClockPeriodUsage,61.4,%
timing,worst-slew-pin-transition,148,ps
synthesis,seq_area_frac_synth,42.3,%
worst_setup_path,worstSetupStartpoint,"value_a[0]",
layout,layout-drive-gt1-share,10.5,%
place,io_buffers,13,
layout,max_reg_flops,5,
clock_tree,clock_tree_from_tritoncts,"yes",
pwr,pwr_density_cell,482,nW/µm²
clock_tree,ctsRootBufferMaster,"clkbuf_4",
timing,worst_slack_setup_final,1080,ps
synthesis,asyncSetResetFlopFracSynth,0,%
drt,drtPass1Iterations,1,
hold_path,hold_path_startpoint,"value_b[0]",
worst_setup_path,worst_path_maximum_fanout,2,
synthesis,postSynthCellCount,21,
pwr,seqPwrFrac,39.1,%
synthesis,number_of_distinct_library_cells_after_synthesis,10,
place,detailedPlacementHpwl,533,µm
pwr,power.static_leakage,0.186,nW
pwr,logic_gate_share_of_total_power,23.9,%
layout,registers_with_the_highest_flip_flop_counts,"result (5)",
drt,wirelength,565,µm
pwr,sw_frac_of_total,19.6,%
outcome,run_status,"complete, no violations",
flow_run,drv_cap,0,
floorplanning,die.size.x,80,µm
flow_run,stage_log_warning_count,25,
grt,grt_pass1_vias,188,
drt,num_antenna_cells,0,
grt,grt_overflow_total,0,
synthesis,postSynthRegisterBits,5,
synthesis,synth.avg_cell_area,11.3,µm²
place,routabilityCongestion,0.742,
clock_tree,postCtsResizedCells,0,
clock_tree,max_buffers_root_to_sink,2,
pwr,p_clk_share,37.0,%
clock_tree,cts_inserted_buffers,3,
clock_tree,post-cts-setup-buffer-count,0,
floorplanning,fp.coreArea,3420,µm²
timing,report.final.setup_viol,0,
cell type report:
| type | instances | area [µm²] | area share (%) |
|---|---|---|---|
| Clock buffer | 4 | 26.3 | 5.83 |
| Tap cell | 46 | 57.6 | 12.8 |
| Inverter | 4 | 15.0 | 3.33 |
| Timing Repair Buffer | 13 | 130 | 28.9 |
| Multi-Input combinational cell | 12 | 121 | 26.9 |
| Sequential cell | 5 | 100 | 22.2 |
per-layer routing:
metal / up-vias / GRT usage (%) / part of all wire, %
met4: 0 / 0.704 / 2.5
met5: - / 0 / 0
met2: 8 / 3.61 / 64
met1: 83 / 0.801 / 20
met3: 4 / 1.02 / 14
li1: 100 / - / -
logic make-up (layout without fill, tap and decap cells):
family / Yosys count / in the layout / share of synthesized area (%)
adders and majority gates: 5 / 5 / 29.6
xor gates and xnor gates: 2 / 2 / 7.41
buffers and inverters: 4 / 21 / 6.35
AOI/OAI and AO/OA: 3 / 3 / 8.99
DFF: 5 / 5 / 42.3
and+or+nand+nor: 2 / 2 / 5.29
worst paths after layout:
path / to / slack [ps] / depth (start not counted)
max: result[4]$_DFF_P_ / 1080 / 7
min: result[0]$_DFF_P_ / 940 / 2
power by group through the flow:
stage | Sequential (mW) | Clock, mW | Combinational (mW)
finish | 0.0849 | 0.0804 | 0.0519
global route | 0.0863 | 0.0913 | 0.0586
CTS | 0.0851 | 0.0853 | 0.0536
stage by stage:
| stage | total power, mW | hold WS (ps) | area [µm²] | utilization, % |
|---|---|---|---|---|
| 5_1_grt | 0.236 | 950 | 450 | 13.2 |
| 4_1_cts | 0.224 | 933 | 450 | 13.2 |
| 3_3_place_gp | 0.138 | 1170 | 424 | 12.4 |
| 6_report | 0.217 | 939 | 450 | 13.2 |
| 2_1_floorplan | 0.102 | 680 | 236 | - |
| 3_5_place_dp | 0.140 | 1180 | 424 | 12.4 |
layout by cell type (no fill, tap or decap), drive strengths merged:
cell	count
a21o	1
a21oi	1
clkbuf	4
clkdlybuf4s50	13
dfxtp	5
fa	1
ha	4
inv	4
nand2b	1
nor2b	1
o21ai	1
xnor2	2
No activity file was given, so power comes from the tool's default toggle rates.
